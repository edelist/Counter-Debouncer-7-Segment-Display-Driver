==> flow/design.v <==
`timescale 1ns / 1ps
module clock_divider1(clk_i, reset, clk_o);
    input clk_i, reset;
    output reg clk_o;
    parameter DIV = 28'd100000000;
    reg[27:0]count = 28'd0;
    always @ (posedge clk_i or negedge reset) begin
        if (!reset)
            clk_o <= 0;
        else begin
            count <= count + 28'd1;
            if (count >= (DIV-1))
                count <= 28'd0;
            clk_o <= (count<DIV/2)?1'b1:1'b0;
        end
    end  
endmodule
`timescale 1ns / 1ps
module clock_divider1k(clk_i, reset, clk_o);
    input clk_i, reset;
    output reg clk_o;
    parameter DIV = 28'd100000;
    reg[27:0]count = 28'd0;
    always @ (posedge clk_i or negedge reset) begin
        if (!reset)
            clk_o <= 0;
        else begin
            count <= count + 28'd1;
            if (count >= (DIV-1))
                count <= 28'd0;
            clk_o <= (count<DIV/2)?1'b1:1'b0;
        end
    end  
endmodule
`timescale 1ns / 1ps
module counter16(reset, inc, count);
    input reset, inc;
    output reg [15:0]count;
    always @ (posedge inc or negedge reset) begin
        if (!reset)
            count <= 0;
         else if (inc)
            count <= count + 1;
    end  
endmodule
`timescale 1ns / 1ps
module counter2(reset, inc, count);
    input reset, inc;
    output reg [1:0]count;
    always @ (posedge inc or negedge reset) begin
        if (!reset)
            count <= 0;
         else if (inc)
            count <= count + 1;
    end  
endmodule
`timescale 1ns / 1ps
module debouncer(clk, reset, button_i, button_o);
    input clk, reset, button_i;
    output reg button_o;
    integer deb_count = 0;
    reg deb_count_start;
    reg output_exist;
    parameter MAX = 1000000;
    always@(posedge clk or negedge reset) begin
        if (!reset) begin
            button_o <= 0;
            deb_count <= 0;
            deb_count_start <= 0;
            output_exist <= 0;
        end else begin
        case(button_i)
            0: {button_o, deb_count, deb_count_start, output_exist} = 0;
            1: if (output_exist==0) begin
                   if (deb_count_start==0) begin
                        deb_count_start <= 1;
                        deb_count <= deb_count + 1;
                            if (deb_count==MAX) begin
                                button_o <= 1;
                                deb_count_start <= 0;
                                deb_count <= 0;
                                output_exist <= 1; end end
                    else begin
                        deb_count <= deb_count + 1;
                        if (deb_count==MAX) begin
                            button_o <= 1;
                            deb_count_start <= 0;
                            deb_count <= 0;
                            output_exist <= 1; end
                    end  
              end else
              button_o <= 0;
         endcase
         end  
    end  
endmodule
`timescale 1ns / 1ps
module display_control(in2, count, reset, digit_select, mux1_o);
    input in2, reset;
    input [15:0]count;
    output reg [3:0]digit_select;
    output reg [3:0]mux1_o;
    wire [1:0]sel;
    counter2 A0(.reset(reset), .inc(in2), .count(sel));
    always @(sel) begin
            case (sel)
                2'b00: digit_select <= 4'b0111;
                2'b01: digit_select <= 4'b1011;
                2'b10: digit_select <= 4'b1101;
                2'b11: digit_select <= 4'b1110;        
            endcase
    end  
    always @(sel) begin
            case (sel)
                2'b00: mux1_o <= count[15:12];
                2'b01: mux1_o <= count[11:8];
                2'b10: mux1_o <= count[7:4];
                2'b11: mux1_o <= count[3:0];
            endcase
    end  
endmodule
`timescale 1ns / 1ps
module seven_segment_decoder(in, reset, out);
    input [3:0]in;
    input reset;
    output reg [6:0]out;
    always @(*) begin
        if (!reset)
            out <= 7'b1111111;
        else
            case (in)
                4'b0000: out <= 7'b0000001;
                4'b0001: out <= 7'b1001111;
                4'b0010: out <= 7'b0010010;
                4'b0011: out <= 7'b0000110;
                4'b0100: out <= 7'b1001100;
                4'b0101: out <= 7'b0100100;
                4'b0110: out <= 7'b0100000;
                4'b0111: out <= 7'b0001111;
                4'b1000: out <= 7'b0000000;
                4'b1001: out <= 7'b0000100;
                4'b1010: out <= 7'b0001000;
                4'b1011: out <= 7'b1100000;
                4'b1100: out <= 7'b0110001;
                4'b1101: out <= 7'b1000010;
                4'b1110: out <= 7'b0110000;
                4'b1111: out <= 7'b0111000;
                default: out <= 7'b1111111;
            endcase
        end
endmodule
`timescale 1ns / 1ps
module top(clk, reset, inc, mode_select, digit_select, seven);
    input clk, reset, inc, mode_select;
    output [3:0]digit_select;
    output [6:0]seven;
    wire div1, div1k, button_o;
    wire [15:0]count_o;
    wire [3:0]dec_i;
    reg mux_o;
    clock_divider1k A0(.clk_i(clk), .reset(reset), .clk_o(div1k));
    clock_divider1 A1(.clk_i(clk), .reset(reset), .clk_o(div1));
    debouncer A2(.clk(clk), .reset(reset), .button_i(inc), .button_o(button_o));
    always@(*) begin
        case (mode_select)
            0: mux_o <= button_o;
            1: mux_o <=  div1;
        endcase
    end
   counter16 A3(.reset(reset), .inc(mux_o), .count(count_o));
   display_control A4(.in2(div1k), .count(count_o), .reset(reset), .digit_select(digit_select), .mux1_o(dec_i));
   seven_segment_decoder A5(.in(dec_i), .reset(reset), .out(seven));
endmodule
==> flow/run.sh <==
#!/bin/bash
# OpenROAD 26Q1-2900-gdf79404cd8, Yosys 0.63+post, stock flow scripts
make -C /OpenROAD-flow-scripts/flow DESIGN_CONFIG=/design/flow/config.mk WORK_HOME=/design/flow/orfs finish
==> flow/config.mk <==
export PLATFORM = sky130hd
export DESIGN_NAME = top
export DESIGN_NICKNAME = top
export VERILOG_FILES = /design/flow/design.v
export SDC_FILE = /design/flow/constraint.sdc
export NUM_CORES = 4
export LEC_CHECK = 1
export CORE_UTILIZATION = 40
==> flow/constraint.sdc <==
current_design top

set clk_period 6.9
set clk_io_pct 0.2

create_clock -name clk0 -period $clk_period [get_ports {clk}]

set non_clock_inputs [all_inputs -no_clocks]
set_input_delay [expr $clk_period * $clk_io_pct] -clock clk0 $non_clock_inputs
set_output_delay [expr $clk_period * $clk_io_pct] -clock clk0 [all_outputs]
==> notes.md <==
Reports from this run.

- The end-of-flow timing check tallies setup violations at 0.
- The critical path class is primary input to output port.
- The post-detailed-route count of antenna-violating nets reads 0.
- The number of standard cells reported by yosys reads 590.
- The number of buffers inserted by hold repair at cts is 0.
- The count of unclocked register or latch pins reads 18.
- The clock tree root buffer cell is sky130_fd_sc_hd__clkbuf_16.
- The number of global-route vias before repair is about 4,200.
- The reported leakage power is 0.00252 uW.
- The leading register cell type out of synthesis reads sky130_fd_sc_hd__edfxtp_1.
- The number of instances resized during post-cts repair is 0.
- The fraction of final layout cells sized beyond drive strength 1 reads 0.0599.
- In this run the horizontal extent of the chip is 125 um.
- The number of antenna violations at the first check in global routing came to 0.
- The number of rows in the core area is ~44.
- The DRC violation count after routing is 0.
- The share of the yosys chip area belonging to registers is 0.504.
- The mean number of vias per cell is 5.41.
- The flow ran to the end, and the final reports show no timing, DRC or antenna violations.
- The height of the chip is roughly 120 um.
- The maximum clock insertion buffer count reads 2.
- The final timing summary puts the cycle share of the worst path at 0.533.
- The routed length per instance reads about 14 um.
- The startpoint kind of the worst setup timing path reads a primary input.
- The most frequent logic cell in the layout reads sky130_fd_sc_hd__nor2_1.
- The final antenna diode count reads 0.
- The signed area change from the synthesized netlist to the final layout is 10.8%.
- The shortest period the worst path allows reads 3.68 ns.
- The depth of the worst hold-timing path reads 1.
- The netlist uses 56 different library cells.
- Setup repair after global routing left no endpoint under its margin.
- Yosys reported a register bit count of 110.
- The path category of the worst min-delay check reads register to register.
- The total die size is 15,500 um^2.
- The total power per unit cell area is 179 nW/um^2.
- The CTS tree is done.
- The final weighted congestion of routability-driven global placement is 0.818.
- Data on the critical path arrives at its endpoint at 2.30 ns.
- In the global route stage, overall resource usage came out at 0.156.
- Yosys printed 8 warnings.
- Per the run summary, max-cap violations total 0.
- Per the post-CTS timing run, clock transition at the registers of the reported paths is 0.07 ns.
- The H-tree was split into 3 levels.
- The setup TNS reads 0 ns.
- Summed over all nets, the half-perimeter wirelength after detailed placement is 7310 um.
- Max fanout on the critical path was recorded as 11.
- The average instance in the mapped netlist occupies 10.2 um^2.
- The pre-antenna-repair detailed-routing pass consisted of 5 iterations.
- The largest voltage drop on the vdd net is 0.134 mV.
- The CTS report gives the tree buffer count as 9.
- The count of buffers added by post-CTS timing repair for setup is 0.
- The first-pass GRT wire length reads 19,600 um.
- The core box area reads ~15,000 um^2.
- The endpoint required time on the critical path is 5.52 ns.
- The pin slew with the least headroom to its limit reads 0.781 ns.
- Counting every instance in the synthesized netlist gives ~590.
- The count of port buffers added during placement reads 14.
- Entering global routing, the biggest net connects 56 pins.
- The final max-slew violation count is 0.
- The fraction of registers with async set/reset is 0.491.
- The global route stage reports its total congestion overflow as 0.
- The most critical hold endpoint after final layout shows a slack of 0.469 ns.
- Per the detail_route report, the via count comes to 4,340.
- The initial utilization of the core area, before any placement, comes to 0.412.
- The detailed router finished its first iteration with 292 violations.
- The number of cells on the worst reg-to-reg path reads 8.
- The worst-skew pair later-pin latency reads 0.35 ns.
- The type of element capturing the critical path reads an output port.
- In the synthesis report, Yosys lists the chip area as 6020 um^2.
- The worst slew slack as a fraction of its limit is 0.464.
- Between clock sinks in the finished design, the worst skew comes to 0.00924 ns.
- The number of hold violations in the final report is 0.
- The number of logged tool warnings reads 33.
- The number of top-level pins reads 15.
- After synthesis the cells add up to 6020 um^2.
- For this run, the top clock speed supported by timing is between 0.2 and 0.3 GHz.
- By instance count after routing, the leading logic cell types are sky130_fd_sc_hd__nor2_1, sky130_fd_sc_hd__edfxtp_1, sky130_fd_sc_hd__dfrtp_1, sky130_fd_sc_hd__nand2_1, sky130_fd_sc_hd__nand3_1.
- 22 endpoints have no timing constraint.
- The sum of routed wire length over all layers is about 11,000 um.
- The post-synth tally of flip-flops with integrated enable is ~56.
final timing paths:
kind / startpoint / end / slack (ns)
min: A1.count[27] / A1.clk_o / 0.47
max: reset / seven[3] / 3.22
max reg2reg: A2.deb_count[0] / A2.deb_count[18] / 4.42
min reg2reg: A1.count[27] / A1.clk_o / 0.47
min in group asynchronous: reset / A2.deb_count[3] / 1.28
max in group asynchronous: reset / A1.clk_o / 4.45
registers in the layout, summed over array words and instances, names as in the netlist:
register         flops
A2.output_exist      1
A1.count            28
A0.count            28
A0.clk_o             1
A4.A0.count          2
A2.button_o          1
A1.clk_o             1
A2.deb_count        32
A3.count            16
per-stage QoR:
step            util  total power [uW]  cell area (um^2)  std cells  setup slack (ns)
2_1_floorplan      -               697              6060        601              3.74
3_3_place_gp   0.437               726              6380        786              3.19
3_5_place_dp   0.437               728              6380        786              3.20
4_1_cts        0.457              1210              6660        802              3.20
5_1_grt        0.457              1240              6660        802              3.15
6_report       0.457              1190              6660        802              3.22
cells by family after synthesis:
kind of cell    count (synthesis)  synth area share
compound gates                101             0.118
xor+xnor                       54            0.0786
fa+ha+maj                      15            0.0312
buf+inv                        48            0.0337
flops                         110             0.504
mux                            15            0.0260
other cells                     1          0.000623
simple gates                  246             0.207
synth_stat cells (16+ instances only):
cell type                  instances  area (um^2)
sky130_fd_sc_hd__nand2_1          45          169
sky130_fd_sc_hd__and3_1           17          106
sky130_fd_sc_hd__nor2_1           69          259
sky130_fd_sc_hd__xnor2_1          32          280
sky130_fd_sc_hd__nand3_1          37          185
sky130_fd_sc_hd__a31oi_1          22          138
sky130_fd_sc_hd__clkbuf_1         16         60.1
sky130_fd_sc_hd__inv_1            27          101
sky130_fd_sc_hd__dfrtp_1          54         1350
sky130_fd_sc_hd__edfxtp_1         56         1680
sky130_fd_sc_hd__xor2_1           22          193
sky130_fd_sc_hd__a21oi_1          23          115
where the power goes:
part / internal (uW) / leakage, uW / switching (uW)
combinational: 29.5 / 0.00108 / 43.0
clock: 251 / 0.000136 / 224
sequential: 618 / 0.00131 / 24.9
worst max-delay path, cell delays in order:
cell,delay (ns)
sky130_fd_sc_hd__buf_4,0.16
sky130_fd_sc_hd__and3_1,0.15
sky130_fd_sc_hd__a31oi_1,0.13
sky130_fd_sc_hd__clkdlybuf4s50_1,0.47
routing by layer:
layer,vias up,GRT usage,part of all wire
li1,2196,-,-
met1,2060,0.260,0.51
met2,75,0.229,0.44
met3,9,0.0302,0.037
met4,0,0.0198,0.015
met5,-,0,0
final cells by class:
| cell class | instances | area, um^2 |
|---|---|---|
| multi-input combinational | 443 | 2820 |
| fill | 1305 | 7930 |
| timing repair buffer | 21 | 190 |
| inverter | 28 | 105 |
| clock inverter | 6 | 53.8 |
| clock buffer | 10 | 229 |
| sequential | 110 | 3030 |
| tap | 184 | 230 |
Power and IR drop assume default switching activity.
